==> /design/flow/design.v <==
module shift_reg (clk, clken, SI, SO);
parameter WIDTH = 32;
input clk, clken, SI;
output SO;
reg [WIDTH-1:0] shreg;
always @(posedge clk)
begin
if (clken)
shreg = {shreg[WIDTH-2:0], SI};
end
assign SO = shreg[WIDTH-1];
endmodule
==> /design/flow/run.sh <==
#!/bin/bash
# OpenROAD 26Q1-2900-gdf79404cd8, Yosys 0.63+post, stock flow scripts
make -C /OpenROAD-flow-scripts/flow DESIGN_CONFIG=/design/flow/config.mk WORK_HOME=/design/flow/orfs finish
==> /design/flow/config.mk <==
export PLATFORM = sky130hd
export DESIGN_NAME = shift_reg
export DESIGN_NICKNAME = shift_reg
export VERILOG_FILES = /design/flow/design.v
export SDC_FILE = /design/flow/constraint.sdc
export NUM_CORES = 4
export LEC_CHECK = 1
export CORE_AREA = 10 10 109 109
export DIE_AREA = 0 0 119 119
==> /design/flow/constraint.sdc <==
current_design shift_reg

set clk_period 1.2
set clk_io_pct 0.2

create_clock -name clk0 -period $clk_period [get_ports {clk}]

set non_clock_inputs [all_inputs -no_clocks]
set_input_delay [expr $clk_period * $clk_io_pct] -clock clk0 $non_clock_inputs
set_output_delay [expr $clk_period * $clk_io_pct] -clock clk0 [all_outputs]
==> Slide: Implementation Results <==
Run Summary

Power and ir drop
  – Max VDD drop: roughly 0.00095 V
  – Pleak: 0.376 nW
  – Switching Share: 17.7%
  – Cell Int Power: approximately 1.7 mW
  – Total power: 2.08 mW
  – Psw: about 370 uW
  – Clock power frac: approximately a third
  – Power Density: about 1700 nW/um^2
  – Seq pwr share: between 60% and 70%
  – Gate power share: 1.7%

Timing
  – Setup Skew: 0.00424 ns
  – Final-report max-slew violation count: 0
  – Tmin final: roughly 1.1 ns
  – F_max: roughly 910 MHz
  – Slew @ Worst Pin: 0.165 ns
  – RSZ-0062 raised after global routing: no
  – Period utilization: roughly nine tenths
  – Max_slew headroom: between 80% and 90%
  – # setup viols final: 0
  – Final Hold Viols: 0

Critical path
  – Arr. time, crit path: 0.86 ns
  – CP Capture Type: output pin
  – FF-to-FF setup slack: between 0.5 and 0.6 ns
  – CP delay by family, top: flip-flops
  – Req. time, crit path: between 0.9 and 1 ns
  – Crit start category: flop
  – Cell count along the critical path: 1
  – Slowest-stage cell, CP: edfxtp_1
  – Capture point of the worst reg-to-reg path: shreg[2]
  – Setup CP Type: flop to output pin
  – CP Max Fanout: 1
  – CP bufs+invs: 1
  – Worst r2r src: shreg[1]
  – Critical-path cell list: clkdlybuf4s15_1
  – Max incr delay on CP: 0.39 ns
  – Worst Reg-to-Reg Cells: 0

CTS
  – Later-pin clock latency in the skew report: roughly 0.27 ns
  – Reg clk slew, reported paths: roughly 0.060 ns
  – CTS Buffer Depth: 2
  – Clock Root Buffer: clkbuf_8
  – H-tree depth: 2
  – Post-CTS setup buffers: 0
  – Number of buffers created by CTS: 5
  – # clock sinks: 32
  – CTS tree: built

Floorplan
  – Die area: ~14000 sq um
  – IO Count: 4
  – Row count: 36
  – Die Wd: between 100 and 150 microns
  – Die Y-Extent: around 120 microns
  – Initial core utilization: approximately 10%
  – Core Region: 9640 sq um

Routing
  – Ant. Diodes: 0
  – Number of remaining DRC errors: 0
  – Wire per inst: 6.13 microns
  – Avg Vias per Cell: approximately 1.8
  – Iteration-0 DRC Markers: 10
  – Antenna-violating nets left: 0
  – Routed via count: between 300 and 400
  – Drt first pass iters: 2
  – Final WL: 1080 microns

Global routing
  – Largest net degree at the start of global routing: 33
  – Initial antenna violation count: 0
  – Tot GR Track Use: approximately 1.6%
  – Met1 Resource Use GR: 2.00%
  – First-pass GRT wire length: between 1500 and 2000 microns
  – Number of global-route vias before repair: 372
  – Total gr overflow: 0
  – GR peak layer: met2
  – Grt met3 use: 1.34%
  – Met2 Use GR: roughly 2.1%

Finish
  – Area growth syn-to-layout: 30.6%
  – Largest register FFs: 32
  – Logic area: 0 sq um
  – Comb_multi_in: 0
  – Post-route cell area: between 1000 and 1500 sq um
  – Top cells excl fill/tap: edfxtp_1 (32), clkbuf_8 (5), clkdlybuf4s50_1 (2)
  – Dominant logic cell type in the layout: edfxtp_1
  – Share of cells above drive strength 1: ~16%
  – Fin util: a little over an eighth

Synth
  – Synth cell types: 1
  – Syn. warnings: 1
  – Synthesized area per cell: 30.0 sq um
  – Ys cells: 32
  – Cells after synthesis: 32
  – Synthesized cell area: between 900 and 1000 sq um
  – Seq/Total Area, Yosys: 100%
  – Seq cells post-synth: 32
  – Yosys Chip Area: around 960 sq um

Place
  – Area of placed instances: between 1000 and 1500 sq um
  – Routability cong.: 0.729
  – HPWL Detailed: 571 microns
  – Port bufs: 3

Hold path
  – Hold path start: shreg[30]
  – Hold path depth: 0
  – HP Class: flop to flop
  – Hold path endpoint: shreg[31]

Run
  – Number of max-cap violations: 0
  – Log Warnings: 25

Run status
  – Status: complete, no violations
## how the worst max path moves through the flow
stage / startpoint / to
6_report: shreg[31] / SO
5_1_grt: shreg[31] / SO
4_1_cts: shreg[31] / SO
## metrics by stage
stage	worst slack [ns]	TNS, ns	std cells	hold slack, ns
2_1_floorplan	0.611	0	32	0.339
3_3_place_gp	-0.0522	-1.64	169	0.402
3_5_place_dp	-0.0985	-3.13	169	0.406
4_1_cts	0.0175	0	176	0.420
6_report	0.101	0	176	0.415
5_1_grt	0.0454	0	176	0.426
## power by group through the flow
stage     Sequential, mW  Combinational (mW)  Clock, mW
4_1_cts             1.32              0.0352      0.755
5_1_grt             1.33              0.0379      0.824
6_report            1.32              0.0351      0.721
## cells by family after synthesis
kind of cell,Yosys count,share of synthesized area [%]
flops,32,100
## cell type report
class	count	area, sq um
clock inverters	1	5.00
fillers	1075	8380
clock buffers	6	72.6
repair buffers	4	50.0
flip-flops and latches	32	961
well taps	133	166
## layer usage
layer	vias up	share of wire, %
met1	155	51
met4	0	0
met2	10	38
met5	-	0
li1	148	-
met3	0	11
## Yosys cell counts
library cell	count	area [sq um]
edfxtp_1	32	961
## repair_timing
item	CTS	global route
gates resized	1	1
endpoints found under the setup margin	1	1
hold buffers	0	0
cloned	0	0
pin swaps	0	0
Power and IR drop assume default switching activity.
