[./design.v]
module LedScan (
	input clk, 
	input [7:0] leds1,		
	input [7:0] leds2,
	input [7:0] leds3,
	input [7:0] leds4,
	output reg [7:0] leds, 
	output reg [3:0] lcol
	);
    reg [11:0] timer = 12'b0;
    always @ (posedge clk) begin
		case (timer[11:10])
			2'b00: begin
    			leds[7:0] <= leds1[7:0];
				lcol[3:0] <= 4'b1110;
			end	    
			2'b01: begin
    			leds[7:0] <= leds2[7:0];
				lcol[3:0] <= 4'b1101;
			end	    
			2'b10: begin
    			leds[7:0] <= leds3[7:0];
				lcol[3:0] <= 4'b1011;
			end	    
			2'b11: begin
    			leds[7:0] <= leds4[7:0];
				lcol[3:0] <= 4'b0111;
			end	    
    	endcase
    end
    always @ (posedge clk) begin
        timer <= timer + 1;
    end
endmodule
module main (
	input clk, 
	output led1, 
	output led2, 
	output led3, 
	output led4, 
	output led5, 
	output led6, 
	output led7, 
	output led8, 
	output lcol1, 
	output lcol2, 
	output lcol3, 
	output lcol4
	);
	reg [7:0] leds1;
	reg [7:0] leds2;
	reg [7:0] leds3;
	reg [7:0] leds4;
	wire [7:0] leds;
	wire [3:0] lcol;
	assign { led8, led7, led6, led5, led4, led3, led2, led1 } = leds[7:0];
	assign { lcol4, lcol3, lcol2, lcol1 } = lcol[3:0];
    reg [31:0] counter = 32'b0;
 	LedScan scan (
		.clk(clk), 
		.leds1(leds1),		
		.leds2(leds2),
		.leds3(leds3),
		.leds4(leds4),
		.leds(leds), 
		.lcol(lcol)
	);
    always @ (*) begin
		leds1[7:0] = ~counter[28:21];
		leds2[7:0] = 8'b00000000;
		leds3[7:0] = 8'b11110000;
		leds4[7:0] = 8'b00001111;
    end
    always @ (posedge clk) begin
        counter <= counter + 1;
    end
endmodule
[./run.sh]
#!/bin/bash
# OpenROAD 26Q1-2900-gdf79404cd8, Yosys 0.63+post, stock flow scripts
make -C /OpenROAD-flow-scripts/flow DESIGN_CONFIG=/design/flow/config.mk WORK_HOME=/design/flow/orfs finish
[./config.mk]
export PLATFORM = sky130hd
export DESIGN_NAME = main
export DESIGN_NICKNAME = main
export VERILOG_FILES = /design/flow/design.v
export SDC_FILE = /design/flow/constraint.sdc
export NUM_CORES = 4
export LEC_CHECK = 1
export CORE_UTILIZATION = 40
[./constraint.sdc]
current_design main

set clk_period 4.0
set clk_io_pct 0.2

create_clock -name clk0 -period $clk_period [get_ports {clk}]

set non_clock_inputs [all_inputs -no_clocks]
set_input_delay [expr $clk_period * $clk_io_pct] -clock clk0 $non_clock_inputs
set_output_delay [expr $clk_period * $clk_io_pct] -clock clk0 [all_outputs]
==> impl_metrics.json <==
{
  "status": "finished clean",
  "cts_setup_buffers": 0,
  "h-tree-depth": 2,
  "die_w_um": 69.7,
  "area_growth_pct": 16.4,
  "critPathCaptureType": "output pin",
  "pre_cts_ws_ps": 2270,
  "cts.sinks": 53,
  "most-common-layout-cells": "dfxtp_1 (53), xnor2_1 (28), nand3_1 (17)",
  "start_kind": "register",
  "regToRegStartpoint": "counter[0]",
  "cts_buffers": 5,
  "die-height_um": 69.7,
  "critPathMaxStageDelay_ps": 450,
  "hold_viol_final": 0,
  "timing_max_transition_violations_final": 0,
  "wl_per_cell_um": 10.1,
  "synth_warnings": 2,
  "diodes": 0,
  "initial_core_util": 0.418,
  "drc": 0,
  "slew_headroom": 0.615,
  "worstPathRequired_ps": 3200,
  "track_usage": 0.117,
  "critPathKind": "reg -> out",
  "min_path_type": "reg -> reg",
  "cap_violations": 0,
  "io_buffers": 12,
  "synth_cell_types": 23,
  "power.density_mw_per_mm2": 418,
  "wl_mm": 2.41,
  "final_area_mm2": 0.00214,
  "viasPerCell": 4.65,
  "num_rows": 24,
  "holdWs_ps": 428,
  "grt_overflow_total": 0,
  "drt_iter0_markers": 31,
  "critPathSlowestCell": "clkdlybuf4s50_1",
  "comb_area_um2": 754,
  "num-fill-cells": 377,
  "grt_pass1_wl_mm": 4.62,
  "rr_endpoint": "counter[18]",
  "root_buffer": "clkbuf_8",
  "postSynthSeqShare": 0.578,
  "worst-r2r-cell-count": 5,
  "ys.flops": 53,
  "firstDrtPassIters": 4,
  "detail-route-antenna-nets": 0,
  "worstHoldEndpoint": "counter[0]",
  "setup_viol": 0,
  "topCellsByArea": "dfxtp_1 (58%), xnor2_1 (13%), nand3_1 (4.6%)",
  "synth.largest_area_cell": "dfxtp_1",
  "dp_cells": 230,
  "tns_ps": 0,
  "first_global_vias": 1061,
  "top_cell_area_share": 0.578,
  "drive_above_1_share": 0.0699,
  "coreArea_mm2": 0.00438,
  "mostFrequentLayoutCell": "dfxtp_1",
  "seqCellArea_mm2": 0.00106,
  "cts_tree": "built",
  "power.total_mw": 0.893,
  "path_cells": "clkdlybuf4s50_1",
  "vias": 1106,
  "placed_area_mm2": 0.00202,
  "grt_max_degree": 17,
  "reg2reg_slack_ps": 2250,
  "postSynthCellCount": 167,
  "ios": 13,
  "leakage_nw": 0.733,
  "cts_resized": 0,
  "min_period_ps": 1860,
  "period_used_share": 0.465,
  "ys_cells": 167,
  "warning_count": 25,
  "layout_setup_ws_ps": 2140,
  "path_clk_slew_ps": 90,
  "worstPathArrival_ps": 1060,
  "tightest_slew_ps": 574,
  "cp_top_family": "buffers and inverters",
  "irDropWorstVdd_mv": 0.171,
  "fin_cells": 238,
  "fin_skew_ps": 2.99,
  "min-delay-start": "counter[0]",
  "grt_antenna_before_repair": 0,
  "rsz0062_at_grt": "false",
  "post-dp-hpwl_mm": 1.72,
  "syn_area_mm2": 0.00183,
  "final_util": 0.487,
  "cts_buffer_depth": 2,
  "min_path_cells": 1,
  "holdBufCountCts": 0,
  "gp_congestion": 0.771,
  "ys_area_mm2": 0.00183,
  "avgSynthCellArea_um2": 11.0,
  "max_freq_mhz": 538,
  "clk_latency_ps": 290,
  "cp_max_fo": 1,
  "chipArea_mm2": 0.00486,
  "critPathBufInv": 1
}
kinds of logic after synthesis:
kind of cell | Yosys count | synth area share
adder cells (fa/ha/maj) | 2 | 0.0136
AND/OR/NAND/NOR | 62 | 0.199
XOR/XNOR | 37 | 0.177
flip-flops | 53 | 0.578
AND-OR/OR-AND | 8 | 0.0218
buffers and inverters | 5 | 0.0102
routing by layer:
metal,global-route usage,part of all wire
met1,0.182,0.52
met2,0.176,0.42
met3,0.0295,0.040
met4,0.0156,0.017
met5,0,0
final cells by class:
| cell class | instances | area share |
|---|---|---|
| sequential | 53 | 0.497 |
| timing repair buffer | 12 | 0.0562 |
| clock buffer | 6 | 0.0387 |
| tap | 52 | 0.0305 |
| inverter | 4 | 0.00703 |
| multi-input combinational | 109 | 0.353 |
| clock inverter | 2 | 0.0176 |
synth_stat cells:
| master | count |
|---|---|
| dfxtp_1 | 53 |
| xnor2_1 | 28 |
| nand3_1 | 17 |
| nand2_1 | 13 |
| xor2_1 | 9 |
| nand4_1 | 8 |
| nor2_1 | 6 |
| a21oi_1 | 4 |
| and3_1 | 4 |
| inv_1 | 4 |
| o21ai_0 | 4 |
| and4_1 | 3 |
| and2_1 | 2 |
| ha_1 | 2 |
| nor3_2 | 2 |
| clkbuf_1 | 1 |
| nand2b_1 | 1 |
| nand4_4 | 1 |
| nand4b_1 | 1 |
| nor3_1 | 1 |
| nor4_1 | 1 |
| nor4_4 | 1 |
| or2_2 | 1 |
registers in the layout, summed over array words and instances (netlist names):
signal / count
scan.timer: 12
scan.leds: 8
scan.lcol: 4
counter: 29
power breakdown:
group / switching [mW] / internal, mW / leakage (nW)
combinational: 0 / 0 / 0.249
sequential: 0 / 0.527 / 0.427
clock: 0.162 / 0.203 / 0.0574
total: 0.162 / 0.730 / 0.733
worst max path at each step:
stage | start | to | cells after the start
5_1_grt | counter[0] | counter[22] | 5
4_1_cts | scan.leds[6] | led7 | 1
6_report | scan.leds[6] | led7 | 1
Power figures rest on the tool's default switching activity, not on a simulated workload.
